==> design/flow/design.v <==
module safecrack_fsm (
    input  logic       clk,
    input  logic       rstn,
    input  logic [2:0] btn,      
    output logic       led_g_1,  
    output logic       led_g_2,  
    output logic       led_g_3,  
    output logic       led_r     
);
    typedef enum logic [4:0] { 
        S0            = 5'b00001,   
        S1            = 5'b00010,   
        S2            = 5'b00100,   
        ERROR         = 5'b01000,   
        UNLOCKED      = 5'b10000    
    } state_t;
    state_t state, next_state;  
    logic [2:0] btn_prev, btn_edge, btn_pos;
    logic       any_btn_edge;
    localparam int BLINK_DELAY = 50_000_000;         
    localparam int BLINK_DELAY_3 = BLINK_DELAY * 3;  
    localparam int BLINK_DELAY_5 = BLINK_DELAY * 5;  
    logic [$clog2(BLINK_DELAY_3) - 1:0] delay_cnt_3_seg, next_delay_cnt_3_seg;
    logic [$clog2(BLINK_DELAY_5) - 1:0] delay_cnt_5_seg, next_delay_cnt_5_seg;
    always_comb begin
       btn_pos	= ~btn;  
       btn_edge = btn_pos & ~btn_prev;  
       any_btn_edge = (|btn_edge);  
    end 
    always_ff @(posedge clk or negedge rstn) begin
        if (~rstn) begin
            btn_prev          <= 3'b000;
            delay_cnt_3_seg   <= BLINK_DELAY_3;
            delay_cnt_5_seg   <= BLINK_DELAY_5;
            state             <= S0;
        end
        else begin
            btn_prev          <= btn_pos;
            delay_cnt_3_seg   <= next_delay_cnt_3_seg;
            delay_cnt_5_seg   <= next_delay_cnt_5_seg;
            state             <= next_state;
        end
    end
    always_comb begin
        next_state = state;
        next_delay_cnt_3_seg = delay_cnt_3_seg;
        next_delay_cnt_5_seg = delay_cnt_5_seg;
        unique case (state)
            S0: begin
                    if (btn_edge == 3'b001) next_state = S1;    
                    else if (any_btn_edge) next_state = ERROR;  
                    else next_state = S0;					    
                end
            S1: begin
                    if (btn_edge == 3'b010) next_state = S2;
                    else if (any_btn_edge) next_state = ERROR;
                    else next_state = S1;
                end
            S2: begin
                    if (btn_edge == 3'b100) next_state = UNLOCKED;  
                    else if (any_btn_edge) next_state = ERROR;
                    else next_state = S2;
                end
            ERROR: begin
                if (delay_cnt_3_seg > 0) begin
                    next_delay_cnt_3_seg = delay_cnt_3_seg - 1;
                end
                else begin
                    next_state = S0;
                    next_delay_cnt_3_seg = BLINK_DELAY_3;
                end
            end
            UNLOCKED: begin
                if (delay_cnt_5_seg > 0) begin
                    next_delay_cnt_5_seg = delay_cnt_5_seg - 1;
                end
                else begin
                    next_state = S0;
                    next_delay_cnt_5_seg = BLINK_DELAY_5;  
                end
            end
            default: next_state = S0;
        endcase
        if (state != ERROR && next_state == ERROR) begin
            next_delay_cnt_3_seg = BLINK_DELAY_3;
        end
        if (state != UNLOCKED && next_state == UNLOCKED) begin
            next_delay_cnt_5_seg = BLINK_DELAY_5;
        end
    end
    always_comb begin
        led_g_1 = (state == S0 || state == UNLOCKED);
        led_g_2 = (state == S1 || state == UNLOCKED);
        led_g_3 = (state == S2 || state == UNLOCKED);
        led_r   = (state == ERROR);
    end
endmodule
==> design/flow/run.sh <==
#!/bin/bash
# OpenROAD 26Q1-2900-gdf79404cd8, Yosys 0.63+post, stock flow scripts
make -C /OpenROAD-flow-scripts/flow DESIGN_CONFIG=/design/flow/config.mk WORK_HOME=/design/flow/orfs finish
==> design/flow/config.mk <==
export PLATFORM = sky130hd
export DESIGN_NAME = safecrack_fsm
export DESIGN_NICKNAME = safecrack_fsm
export VERILOG_FILES = /design/flow/design.v
export SDC_FILE = /design/flow/constraint.sdc
export NUM_CORES = 4
export LEC_CHECK = 1
export CORE_UTILIZATION = 30
==> design/flow/constraint.sdc <==
current_design safecrack_fsm

set clk_period 11.0
set clk_io_pct 0.2

create_clock -name clk0 -period $clk_period [get_ports {clk}]

set non_clock_inputs [all_inputs -no_clocks]
set_input_delay [expr $clk_period * $clk_io_pct] -clock clk0 $non_clock_inputs
set_output_delay [expr $clk_period * $clk_io_pct] -clock clk0 [all_outputs]
==> reports/metrics.yaml <==
clockRootBuffer: "clkbuf_16"
diodes: 0
worst_pin_slew_ps: 894
via_per_inst: 5.17
fp.dieW_um: 110
post_drt_wl_per_cell_um: 13.4
synth_warnings: 1
fin_crit_ps: 4130
synth_cells: 371
area_growth_pct: 14.9
final_cell_mix: "nor2_1, dfrtp_1, nand2_1"
r2r-start: "delay_cnt_5_seg[20]$_DFFE_PN0P_"
ys.flops: 64
worstRegToRegCells: 6
crit_start: "btn[1]"
dieArea_um2: 12000
vias: 2737
cts_buffers: 9
top_area_share_pct: 28.7
arrival_ps: 4300
skew_ps: 4.63
ys_cells: 371
regArea_um2: 1630
ys_seq_share_pct: 46.8
grt_overflow_total: 0
cts_setup_buffers: 0
ant_nets: 0
synth_top_cell_by_area: "dfrtp_1"
critical_path_required_ps: 11170
rows: 38
edf_count: 0
grt_pass1_vias: 2615
synth.avg_cell_area_um2: 9.39
dr.pass1.iters: 4
hold-path-cell-count: 2
layout-drive-gt1-share_pct: 17.0
min_period_over_period_pct: 37.6
die_y_um: 110
critical_path_class: "in -> reg"
worst_ir_drop_vdd_uv: 115
cts.path.max_buffers: 2
critical-path-max-stage-delay_ps: 750
drc: 0
routed_wl_mm: 7.11
holdPathEnd: "delay_cnt_3_seg[25]$_DFFE_PN0P_"
aoi_share_pct: 10.5
path_clk_slew_ps: 50
hold_buffers: 0
grt_pass1_wl_mm: 12.5
cp-end-kind: "flip-flop"
setup_viol: 0
cts_tree: "built"
synth_top_flop_cell: "dfrtp_1"
hold_viol: 0
simple_gate_area_share_pct: 31.1
slew-limit-headroom_pct: 39.9
leakagePower_nw: 1.46
hpwl_mm: 4.69
cp-start-kind: "input port"
critical_path.cell_chain: "clkdlybuf4s50_1 -> o21ai_0 -> nor2_1 -> o22ai_1 -> nand3_1 -> nor3_1 -> a211oi_1"
antenna_found_initial: 0
combGateArea_um2: 1780
r2r_slack_ps: 7900
gp_congestion: 0.899
initial_utilization_pct: 31.4
hold_path.class: "reg -> reg"
outcome: "finished clean"
cp_max_fo: 8
min_from: "delay_cnt_3_seg[25]$_DFFE_PN0P_"
cts.htree.levels: 3
warnings: 26
async_flop_share_pct: 100
synthMuxAreaShare_pct: 0.575
crit_slowest_cell: "nor3_1"
postCtsResizedCells: 0
drtIter0Drc: 222
final_cells: 529
setup_tns_ps: 0
dp_cells: 513
fin_total_pwr_w: 0.000721
fillers: 1079
syn-cell-area_um2: 3480
grt_max_degree: 55
top_logic_kind: "simple AND/OR/NAND/NOR gates"
core_area_um2: 11100
grt_use_total_pct: 13.4
ys_sh_adder_pct: 1.08
maxCapViolations: 0
yosys-stat-area_um2: 3480
worstSkewPairLatency_ps: 330
synthTopCellsByArea: "dfrtp_1, dfstp_2, xnor2_1"
port_buffers: 8
pin_count: 9
ys_types: 52
cellPowerDensity_nw_per_um2: 180
xor_share_pct: 7.79
fmax_mhz: 242
rsz0062_at_grt: "no"
timing.rr.end: "delay_cnt_3_seg[19]$_DFFE_PN0P_"
drv_slew: 0
clock_sinks: 64
[through the flow]
| step | hold slack (ps) | instance area (um^2) | utilization [%] | setup WS [ps] |
|---|---|---|---|---|
| after global routing | 579 | 4000 | 36.1 | 6680 |
| after global placement | 531 | 3720 | 33.6 | 6620 |
| after floorplan | 502 | 3480 | - | 7450 |
| after CTS | 545 | 4000 | 36.1 | 6910 |
| final | 538 | 4000 | 36.1 | 6870 |
| after detailed placement | 533 | 3720 | 33.6 | 6570 |
[area by class of cell]
cell class,instances,area share [%]
sequential,64,40.8
timing repair buffer,11,2.44
clock inverter,3,0.375
multi-input combinational,290,44.5
clock buffer,13,6.75
inverter,8,0.750
tap,140,4.38
[per-layer routing]
metal	track usage [%]	share of wire, %	up-vias
li1	-	-	1371
met1	21.5	52	1298
met2	19.1	42	52
met3	2.72	3.6	16
met4	2.76	2.8	0
met5	0	0	-
[cell families (layout without fill, tap and decap cells)]
group | count (synthesis) | in the layout
AND/OR/NAND/NOR | 195 | 195
AND-OR/OR-AND | 59 | 59
buffers and inverters | 17 | 35
adder cells (fa/ha/maj) | 3 | 3
XOR/XNOR | 31 | 31
flip-flops | 64 | 64
multiplexers | 2 | 2
[how the worst max path moves through the flow]
stage | end
final | delay_cnt_3_seg[19]$_DFFE_PN0P_
after CTS | delay_cnt_3_seg[19]$_DFFE_PN0P_
after global routing | delay_cnt_3_seg[19]$_DFFE_PN0P_
[sequential cells by signal, indices dropped and copies added, names as in the netlist]
register         flops
delay_cnt_3_seg     28
delay_cnt_5_seg     28
state                5
btn_prev             3
[critical path: cells and delay by family]
kind                   cells  cell delay, ps
AOI/OAI and AO/OA          3             600
buffers and inverters      1             450
and+or+nand+nor            3            1050
[Yosys cell counts (2+ instances only)]
master     n
nand3b_1   2
dfrtp_1   40
nand2_1   35
o21ai_0   14
or4_1      7
xnor2_1   21
mux2i_1    2
nand2b_1  17
ha_1       3
dfstp_2   24
or2_2      7
o31ai_1    4
clkbuf_1   6
nor4b_1    2
inv_1      8
nor3_1    28
a21oi_1   25
o21ai_2    2
nand3_2    3
nor2_1    40
xor2_1    10
buf_2      2
o41ai_1    5
nor4_1    18
o22ai_1    2
or3_1     10
nand3_1    8
nor2b_1    2
[where the power goes]
part           leakage (nW)  internal (W)  total, W  switching, W
combinational         0.572     0.0000586  0.000129     0.0000705
sequential            0.744      0.000278  0.000324     0.0000461
clock                 0.145      0.000170  0.000268     0.0000984
total                  1.46      0.000506  0.000721      0.000215
Power is estimated from default activity; no workload was simulated.
